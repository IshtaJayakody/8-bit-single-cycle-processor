[/design/flow/design.v]
module ALU(DATA1,DATA2,RESULT,SELECT,ZERO,ALUShift);
input wire[7:0] DATA1,DATA2;  
input wire[2:0] SELECT;  
input wire ALUShift ;  
output [7:0] RESULT;  
wire [7:0] FORWARD_wire,ADD_wire,AND_wire,OR_wire,Sll_wire,sra_wire;  
output reg ZERO ;
forward f1(DATA2,FORWARD_wire);  
adder f2(DATA1,DATA2,ADD_wire);  
AND f3(DATA1,DATA2,AND_wire);  
OR f4(DATA1,DATA2,OR_wire);  
logical_shifter_8bit f5(DATA1,DATA2,ALUShift,Sll_wire);  
    assign RESULT = (SELECT == 3'b000 ) ? FORWARD_wire : 
                    (SELECT == 3'b001) ? ADD_wire :
                    (SELECT == 3'b010) ? AND_wire :
                    (SELECT == 3'b011) ? OR_wire :
                    (SELECT == 3'b100) ? Sll_wire :
                    8'b0000_0000;
always @(RESULT) begin
    if (RESULT == 8'b00000000) begin
        ZERO  = 1'b1 ;
     end else begin
        ZERO = 1'b0 ;
     end    
end
endmodule
module adder(DATA1,DATA2,RESULT);
    input wire[7:0] DATA1,DATA2;
    output wire[7:0] RESULT;
    assign #2 RESULT = DATA1+DATA2;  
endmodule
module forward(DATA2,RESULT);
    input wire[7:0] DATA2;
    output wire[7:0] RESULT;
    assign #1 RESULT = DATA2;  
endmodule
module AND (DATA1,DATA2,RESULT);
    input wire[7:0] DATA1,DATA2;
    output wire[7:0] RESULT;
    assign #1 RESULT = DATA1 & DATA2;  
endmodule
module OR (DATA1,DATA2,RESULT);
    input wire[7:0] DATA1,DATA2;
    output wire[7:0] RESULT;
    assign #1 RESULT = DATA1 | DATA2;  
endmodule
module mux2X1( DATA1,DATA2,Selection,Result);
    input DATA1,DATA2;
    input Selection;
    output Result;
    wire DATA1_wire,Select_negate,DATA2_wire;
    and(DATA2_wire,DATA2,Selection);
    not(Select_negate,Selection);
    and(DATA1_wire,DATA1,Select_negate);
    or(Result,DATA1_wire,DATA2_wire);
endmodule
module logical_shifter_8bit (In, Shift_Amount, SelectOP, allResult);
  input SelectOP;
  input  [7:0] In;
  input [7:0] Shift_Amount;
  output reg [7:0] allResult;
  wire [7:0] OPsrl1,OPsrl2,OPsll1,OPsll2,Result;
  wire [7:0] srl_wire,sll_wire;
     always@(Result)begin
         #1 allResult = Result;
     end
    mux2X1  srl_17 (In[7],1'b0,Shift_Amount[2],OPsrl1[7]);
    mux2X1  srl_16 (In[6],1'b0,Shift_Amount[2],OPsrl1[6]);
    mux2X1  srl_15 (In[5],1'b0,Shift_Amount[2],OPsrl1[5]);
    mux2X1  srl_14 (In[4],1'b0,Shift_Amount[2],OPsrl1[4]);
    mux2X1  srl_13 (In[3],In[7],Shift_Amount[2],OPsrl1[3]);
    mux2X1  srl_12 (In[2],In[6],Shift_Amount[2],OPsrl1[2]);
    mux2X1  srl_11 (In[1],In[5],Shift_Amount[2],OPsrl1[1]);
    mux2X1  srl_10 (In[0],In[4],Shift_Amount[2],OPsrl1[0]);
    mux2X1  srl_27 (OPsrl1[7],1'b0,Shift_Amount[1],OPsrl2[7]);
    mux2X1  srl_26 (OPsrl1[6],1'b0,Shift_Amount[1],OPsrl2[6]);
    mux2X1  srl_25 (OPsrl1[5],OPsrl1[7],Shift_Amount[1],OPsrl2[5]);
    mux2X1  srl_24 (OPsrl1[4],OPsrl1[6],Shift_Amount[1],OPsrl2[4]);
    mux2X1  srl_23 (OPsrl1[3],OPsrl1[5],Shift_Amount[1],OPsrl2[3]);
    mux2X1  srl_22 (OPsrl1[2],OPsrl1[4],Shift_Amount[1],OPsrl2[2]);
    mux2X1  srl_21 (OPsrl1[1],OPsrl1[3],Shift_Amount[1],OPsrl2[1]);
    mux2X1  srl_20 (OPsrl1[0],OPsrl1[2],Shift_Amount[1],OPsrl2[0]);
    mux2X1  srl_07 (OPsrl2[7],1'b0,Shift_Amount[0],srl_wire[7]);
    mux2X1  srl_06 (OPsrl2[6],OPsrl2[7],Shift_Amount[0],srl_wire[6]);
    mux2X1  srl_05 (OPsrl2[5],OPsrl2[6],Shift_Amount[0],srl_wire[5]);
    mux2X1  srl_04 (OPsrl2[4],OPsrl2[5],Shift_Amount[0],srl_wire[4]);
    mux2X1  srl_03 (OPsrl2[3],OPsrl2[4],Shift_Amount[0],srl_wire[3]);
    mux2X1  srl_02 (OPsrl2[2],OPsrl2[3],Shift_Amount[0],srl_wire[2]);
    mux2X1  srl_01 (OPsrl2[1],OPsrl2[2],Shift_Amount[0],srl_wire[1]);
    mux2X1  srl_00 (OPsrl2[0],OPsrl2[1],Shift_Amount[0],srl_wire[0]);
    mux2X1  sll_17 (In[7],In[3],Shift_Amount[2],OPsll1[7]);
    mux2X1  sll_16 (In[6],In[2],Shift_Amount[2],OPsll1[6]);
    mux2X1  sll_15 (In[5],In[1],Shift_Amount[2],OPsll1[5]);
    mux2X1  sll_14 (In[4],In[0],Shift_Amount[2],OPsll1[4]);
    mux2X1  sll_13 (In[3],1'b0,Shift_Amount[2],OPsll1[3]);
    mux2X1  sll_12 (In[2],1'b0,Shift_Amount[2],OPsll1[2]);
    mux2X1  sll_11 (In[1],1'b0,Shift_Amount[2],OPsll1[1]);
    mux2X1  sll_10 (In[0],1'b0,Shift_Amount[2],OPsll1[0]);
    mux2X1  sll_27 (OPsll1[7],OPsll1[5],Shift_Amount[1],OPsll2[7]);
    mux2X1  sll_26 (OPsll1[6],OPsll1[4],Shift_Amount[1],OPsll2[6]);
    mux2X1  sll_25 (OPsll1[5],OPsll1[3],Shift_Amount[1],OPsll2[5]);
    mux2X1  sll_24 (OPsll1[4],OPsll1[2],Shift_Amount[1],OPsll2[4]);
    mux2X1  sll_23 (OPsll1[3],OPsll1[1],Shift_Amount[1],OPsll2[3]);
    mux2X1  sll_22 (OPsll1[2],OPsll1[0],Shift_Amount[1],OPsll2[2]);
    mux2X1  sll_21 (OPsll1[1],1'b0,Shift_Amount[1],OPsll2[1]);
    mux2X1  sll_20 (OPsll1[0],1'b0,Shift_Amount[1],OPsll2[0]);
    mux2X1  sll_07 (OPsll2[7],OPsll2[6],Shift_Amount[0],sll_wire[7]);
    mux2X1  sll_06 (OPsll2[6],OPsll2[5],Shift_Amount[0],sll_wire[6]);
    mux2X1  sll_05 (OPsll2[5],OPsll2[4],Shift_Amount[0],sll_wire[5]);
    mux2X1  sll_04 (OPsll2[4],OPsll2[3],Shift_Amount[0],sll_wire[4]);
    mux2X1  sll_03 (OPsll2[3],OPsll2[2],Shift_Amount[0],sll_wire[3]);
    mux2X1  sll_02 (OPsll2[2],OPsll2[1],Shift_Amount[0],sll_wire[2]);
    mux2X1  sll_01 (OPsll2[1],OPsll2[0],Shift_Amount[0],sll_wire[1]);
    mux2X1  sll_00 (OPsll2[0],1'b0,Shift_Amount[0],sll_wire[0]);
     mux2X1  choosing_07 (sll_wire[7],srl_wire[7],SelectOP,Result[7]);
     mux2X1  choosing_06 (sll_wire[6],srl_wire[6],SelectOP,Result[6]);
     mux2X1  choosing_05 (sll_wire[5],srl_wire[5],SelectOP,Result[5]);
     mux2X1  choosing_04 (sll_wire[4],srl_wire[4],SelectOP,Result[4]);
     mux2X1  choosing_03 (sll_wire[3],srl_wire[3],SelectOP,Result[3]);
     mux2X1  choosing_02 (sll_wire[2],srl_wire[2],SelectOP,Result[2]);
     mux2X1  choosing_01 (sll_wire[1],srl_wire[1],SelectOP,Result[1]);
     mux2X1  choosing_00 (sll_wire[0],srl_wire[0],SelectOP,Result[0]);
endmodule
[/design/flow/run.sh]
#!/bin/bash
# OpenROAD 26Q1-2900-gdf79404cd8, Yosys 0.63+post, stock flow scripts
make -C /OpenROAD-flow-scripts/flow DESIGN_CONFIG=/design/flow/config.mk WORK_HOME=/design/flow/orfs finish
[/design/flow/config.mk]
export PLATFORM = sky130hd
export DESIGN_NAME = ALU
export DESIGN_NICKNAME = ALU
export VERILOG_FILES = /design/flow/design.v
export SDC_FILE = /design/flow/constraint.sdc
export NUM_CORES = 4
export LEC_CHECK = 1
export CORE_AREA = 10 10 93 93
export DIE_AREA = 0 0 103 103
[/design/flow/constraint.sdc]
current_design ALU

set clk_period 4.8
set clk_io_pct 0.2

create_clock -name clk0 -period $clk_period

set non_clock_inputs [all_inputs -no_clocks]
set_input_delay [expr $clk_period * $clk_io_pct] -clock clk0 $non_clock_inputs
set_output_delay [expr $clk_period * $clk_io_pct] -clock clk0 [all_outputs]
==> ds_physical_params.txt <==
Physical implementation characteristics

Parameter                              Value

Run status
  Result of the run    finished, final reports clean

GRT
  GR Overflow Total    0
  Combined global-route utilization of all metal layers    9.36%
  Wire length of the first global-routing pass    8.03 mm
  Number of antenna violations at the first check in global routing    0
  Pin count of the biggest net entering global routing    24
  Vias in the first global route    1590

Final timing
  Fin Hold WS    3.11 ns
  Max frequency    218 MHz
  Final min period    4.59 ns
  Period utilisation layout    95.6%
  Max_slew headroom    65.1%
  Setup violation total in the final timing report    0
  Pin slew with the least headroom to its limit    0.522 ns
  Number of endpoints with negative hold slack in the final report    0
  Worst Slack Setup Final    0.211 ns
  Aggregate negative setup slack    0 ns
  RSZ-0062 raised after global routing    no
  Number of slew-limit violations in the final report    0

Synthesis
  Netlist area before placement    1410 um2
  Largest cells by area after synthesis    sky130_fd_sc_hd__ha_1, sky130_fd_sc_hd__mux2i_1, sky130_fd_sc_hd__inv_1
  Commonest cells in the netlist    sky130_fd_sc_hd__inv_1, sky130_fd_sc_hd__ha_1, sky130_fd_sc_hd__nand2_1, sky130_fd_sc_hd__nor2_1, sky130_fd_sc_hd__a21oi_1
  Part of the Yosys area used for sequential elements    0%
  Most popular library cell in the synthesized design by count    sky130_fd_sc_hd__inv_1
  Ys cells    208
  Number of instances in the synthesized netlist    208
  Yosys warns    2
  Leading area contributor after synthesis    sky130_fd_sc_hd__ha_1
  Post-synthesis average cell area    6.76 um2
  Unique cell types    47
  Largest type area fraction    15.1%
  Yosys chip area    1410 um2

Job
  Count of warning messages emitted by the tools    41
  Maximum Capacitance Violations    0

Finish
  Filler-free cell count of the finished design    324
  Layout cell share with drive strength beyond 1    12.7%
  Area growth from synthesis to layout    35.1%
  FFs & Latches    0
  Sequential cell area in the final layout    0 um2
  Number of fill cells    742
  Total of clock buffers placed in the layout    0

Setup path
  Endpoint kind of the worst setup timing path    primary output
  Arrival time reported for the critical path endpoint    3.63 ns
  Critical path type    in2out
  Launching instance or port of the critical path    DATA2[1]
  Critical path data required time    3.84 ns
  Peak fanout along the critical path    21
  Startpoint Class    input pin

Placement
  HPWL after detailed placement    4.01 mm
  Worst Setup Slack post-DPL    0.0685 ns
  Port bufs    29
  Total placed cells including tap cells    324
  Routability congestion estimate    0.943

Die
  Chip area    10600 um2
  Floorplan Core Area    6760 um2
  Site Rows    30
  I/O pin count    29
  Width of the chip    103 um
  Core utilization before placement    20.8%
  Vertical die size    103 um

Power and ir drop
  Comb pwr share    100.0%
  Net switching power figure    0.0000917 W
  Power per cell area    96.5 nW/um2
  Overall power after layout    0.000183 W
  Sequential share of power    0%
  Pleak    0.820 nW
  Relative contribution of the clock network to total power    0%
  Maximum resistive drop on vdd    39.1 uV
  Cell-internal power    0.0000915 W
  Switching Share    50.1%

Detailed routing
  Count of routing violations after the opening detailed-route iteration    170
  Number of remaining DRC errors    0
  Antenna Violating Nets Remaining    0
  Number of diodes added for antenna fixing    0
  Routed wire per std cell    15.1 um
  Vias    1646
  Wire length after detailed routing    4.90 mm
  Post-DR vias/cell    5.08
  Detailed Routing Iterations Pass 1    4

Clocking
  Number of setup buffers added after CTS    0
  Post_cts resized    0
  Cts-stage hold buffer count    0

Hold path
  Launch point of the worst hold path    DATA2[5]
  Path class of the lowest-slack min-delay path    in2out
-- worst max-delay path, cell delays in order --
cell and delay (ns):
sky130_fd_sc_hd__clkdlybuf4s50_1 0.49, sky130_fd_sc_hd__buf_4 0.27, sky130_fd_sc_hd__mux2i_1 0.32, sky130_fd_sc_hd__o211ai_1 0.12
sky130_fd_sc_hd__a22oi_1 0.15, sky130_fd_sc_hd__a211oi_1 0.09, sky130_fd_sc_hd__o21a_1 0.20, sky130_fd_sc_hd__or2_1 0.27
sky130_fd_sc_hd__nor4_2 0.25, sky130_fd_sc_hd__clkdlybuf4s50_1 0.50
-- final cells by class --
type | count | area, um2 | area share, %
Inverter | 22 | 82.6 | 4.35
Multi-Input combinational cell | 174 | 1280 | 67.3
Tap cell | 80 | 100 | 5.27
Timing Repair Buffer | 48 | 439 | 23.1
-- cells in the final DEF (no fill, tap or decap), drive strengths merged, types with 5 or more instances in the layout --
cell | Yosys | routed
buf | 11 | 19
a211oi | 8 | 8
nand3 | 8 | 8
a21oi | 13 | 13
nand2b | 8 | 8
o21ai | 11 | 11
clkdlybuf4s50 | 0 | 28
mux2i | 11 | 11
ha | 17 | 17
nand2 | 17 | 17
nor2 | 17 | 17
o21a | 5 | 5
o211ai | 10 | 10
inv | 22 | 22
-- cells by family (layout without fill, tap and decap cells) --
family,after synthesis,count (layout),share of synthesized area [%]
simple gates,71,71,26.2
compound gates,69,69,33.3
buf+inv,34,70,11.1
xor+xnor,3,3,1.87
mux,13,13,11.0
fa+ha+maj,18,18,16.5
-- through the flow --
stage | util [%] | instance area (um2)
floorplan | - | 1410
global placement | 27.6 | 1870
detailed placement | 27.6 | 1870
CTS | 27.6 | 1870
global route | 28.1 | 1900
finish | 28.1 | 1900
-- power groups by stage --
stage         combinational [W]  sequential [W]  clock (W)
finish                 0.000183               0          0
CTS                    0.000178               0          0
global route           0.000203               0          0
-- per-layer routing --
metal / vias up / global-route usage [%] / wire [um]
met1: 760 / 15.0 / 2580
met3: 0 / 1.49 / 355
met4: 0 / 0.428 / 0
met2: 47 / 13.2 / 1960
met5: - / 0 / 0
li1: 839 / - / -
-- path summary, 6_finish.rpt --
kind,to,cells past startpoint,slack [ns]
setup / recovery,ZERO,10,0.21
hold / removal,RESULT[5],4,3.11
Power figures rest on the tool's default switching activity, not on a simulated workload.
