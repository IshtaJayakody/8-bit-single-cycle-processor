--- /design/flow/design.v ---
module reg_file(IN, OUT1, OUT2, INADDRESS, OUT1ADDRESS, OUT2ADDRESS, WRITE, CLK, RESET);
    input[7:0] IN;  
    input[2:0] OUT1ADDRESS,OUT2ADDRESS,INADDRESS;  
    input CLK,WRITE,RESET;  
    output reg [7:0] OUT1,OUT2;   
    reg[7:0] register[0:7];  
    always @(posedge CLK) begin
        if(RESET==1)begin  
            #1
             register[0]<=0;
             register[1]<=0;
             register[2]<=0;
             register[3]<=0;
             register[4]<=0;
             register[5]<=0;
             register[6]<=0;
             register[7]<=0;
        end
        else if(WRITE==1)begin  
            case(INADDRESS)  
                3'b000:#1 register[0] <= IN;
                3'b001:#1 register[1] <= IN;
                3'b010:#1 register[2] <= IN;
                3'b011:#1 register[3] <= IN;
                3'b100:#1 register[4] <= IN;
                3'b101:#1 register[5] <= IN;
                3'b110:#1 register[6] <= IN;
                3'b111:#1 register[7] <= IN;
                default:;
            endcase
        end
    end
    always @(OUT2ADDRESS,OUT1ADDRESS,register[0],register[1],register[2],register[3],register[4],register[5],register[6],register[7]) begin
        case (OUT1ADDRESS)  
            3'b000:#2 OUT1 = register[0];
            3'b001:#2 OUT1 = register[1];
            3'b010:#2 OUT1 = register[2];
            3'b011:#2 OUT1 = register[3];
            3'b100:#2 OUT1 = register[4];
            3'b101:#2 OUT1 = register[5];
            3'b110:#2 OUT1 = register[6];
            3'b111:#2 OUT1 = register[7]; 
            default:; 
        endcase
    end
    always @(OUT1ADDRESS,OUT2ADDRESS,register[0],register[1],register[2],register[3],register[4],register[5],register[6],register[7]) begin
        case (OUT2ADDRESS)  
            3'b000:#2 OUT2 = register[0];
            3'b001:#2 OUT2 = register[1];
            3'b010:#2 OUT2 = register[2];
            3'b011:#2 OUT2 = register[3];
            3'b100:#2 OUT2 = register[4];
            3'b101:#2 OUT2 = register[5];
            3'b110:#2 OUT2 = register[6];
            3'b111:#2 OUT2 = register[7]; 
            default:; 
        endcase      
    end
endmodule
--- /design/flow/run.sh ---
#!/bin/bash
# OpenROAD 26Q1-2900-gdf79404cd8, Yosys 0.63+post, stock flow scripts
make -C /OpenROAD-flow-scripts/flow DESIGN_CONFIG=/design/flow/config.mk WORK_HOME=/design/flow/orfs finish
--- /design/flow/config.mk ---
export PLATFORM = sky130hd
export DESIGN_NAME = reg_file
export DESIGN_NICKNAME = reg_file
export VERILOG_FILES = /design/flow/design.v
export SDC_FILE = /design/flow/constraint.sdc
export NUM_CORES = 4
export LEC_CHECK = 1
export CORE_UTILIZATION = 50
--- /design/flow/constraint.sdc ---
current_design reg_file

set clk_period 3.2
set clk_io_pct 0.2

create_clock -name clk0 -period $clk_period [get_ports {CLK}]

set non_clock_inputs [all_inputs -no_clocks]
set_input_delay [expr $clk_period * $clk_io_pct] -clock clk0 $non_clock_inputs
set_output_delay [expr $clk_period * $clk_io_pct] -clock clk0 [all_outputs]
==> Changelog: implementation <==
### Metrics

* Status: completed
* Worst skew pair latency at 330 ps
* Post-Syn Instances at 465
* Pre-CTS setup slack at -27.5 ps
* Mean Syn Cell Area at 7.70 um2
* Synth Register Bits at about 64
* Chip Width at 86.6 um
* CTS tree: yes
* Clock sinks at 64
* Fillers at approximately 600
* Post-route clock skew at 0 ps
* Die ar. at 0.00751 mm2
* WHS at roughly 460 ps
* Seq. cell area at about 0.0013 mm2
* Met1 Use GR at between 40 and 50%
* FP Rows at 30
* Seq/Total Area, Yosys at 35.8%
* Synth warn at 2
* FF-to-FF setup slack at 2520 ps
* Unrepaired setup endpoints after global routing: true
* CP Capture Point: OUT2[4]
* Clock transition at path regs at 70 ps
* Post-CTS Hold Fix Bufs at 0
* HP Class: flop to flop
* Main flop type: dfxtp_1
* Post-synth EDFFs at 0
* Post-Route Setup TNS at 0 ps
* Max FO, Critical Path at 14
* Crit end category: output pin
* H-tree depth at 3
* Cell Type Count at 44
* Post-Route WL at 11.5 mm
* Share of flip-flops with an asynchronous set or reset at 0%
* Vias per inst at 5.78
* Buffers on Ports at 35
* Final setup fails at 0
* Maximum vdd drop at 0.306 mV
* ANT nets after route at 0
* Biggest registers after layout: register x64
* Required @ worst endpoint at 2560 ps
* Mapped cell area at 0.00358 mm2
* Final WS setup at 75.4 ps
* Initial antenna violation count at 0
* Top cells, area: dfxtp_1, nand2_1, a21oi_1
* Met3 Track Usage GR at 6.47%
* Grt ovf at 0
* Growth of design area from synthesis to finish at 20.0%
* YS chip area at 0.00358 mm2
* Biggest register: register
* Pin count of the biggest net entering global routing at 44
* Tool warning count at 27
* Fin util at 62.6%
* Starting DRT DRC Count at about 280
* Reg2reg start: register[0][1]
* Crit start category: input pin
* Most Crowded Layer GR: met2
* Initial core utilization at 52.1%
* Area share, top type at 35.8%
* WL/cell at 19.2 um
* Crit Path Category: input pin to output pin
* Met2 GRT Util at 49.5%
* Final Max Slew Viols at 0
* Comb area at 0.00209 mm2
* Max_cap viols at 0
* Least-Margin Pin Slew at between 600 and 700 ps
* Area after DPL at ~0.0040 mm2
* Clock tree buffer depth at 2
* Die Span Y at 86.6 um
* Vias post-DR at roughly 3.5k
* Vias in the first global route at 3,139
* Minimum clock period at between 3000 and 4000 ps
* Fin area at 0.00430 mm2
* Layout cells sized above 1 at 12.7%
* Peak Freq at 320 MHz
* Fin crit share at 97.6%
* CTS Buf Count at 9
* Max-Slew Margin vs Limit at 55.7%
* Antenna diodes at 0
* Root buf cell: clkbuf_8
* Placed wire-length estimate at 7.63 mm
* Gr usage total at between 30% and 40%
* Max reg flops at roughly 64
* Pwr Total at approximately 1.7 mW
* Dpl cells at 582
* DRT Pass-1 Iters at 5
* Cell Pwr Density at ~400 mW/mm2
* DR DRC count at 0
* Non-filler cells, final at 600
* Worst reg2reg path depth at 2
* Leak at 1.59 nW
* Worst EP arrival at between 2000 and 2500 ps
* Yosys cell count at 465
* GP Congestion at roughly 0.93
* Critical Path Source: OUT2ADDRESS[2]
* First-pass GRT wire length at 17.3 mm
* I/O pins at 36
* Worst R2R End: register[0][1]
* Fin. Hold Viols at 0
* Yosys top cell by area: dfxtp_1
* Core Region at slightly below 0.007 mm2
==> layout make-up <==
| class | count | share of cell area (%) |
|---|---|---|
| Tap cell | 96 | 2.79 |
| Timing Repair Buffer | 59 | 13.8 |
| Sequential cell | 64 | 29.8 |
| Clock buffer | 15 | 3.87 |
| Multi-Input combinational cell | 354 | 48.6 |
| Inverter | 12 | 1.13 |
==> repair_timing <==
action / CTS / global route
endpoints found under the setup margin: 1 / 14
gates resized: 1 / 10
gates cloned: 0 / 1
setup buffers: 0 / 2
==> layout by cell type, fill, tap and decap left out, drive strengths merged, types with 2 or more instances in the layout <==
cell type,n
mux4,2
o2bb2ai,10
nand2,123
nor2,51
a21oi,58
inv,11
nor2b,16
o21ai,2
nand3,3
nor3,3
o32ai,2
dfxtp,64
or3,2
a22o,5
mux2,7
clkdlybuf4s50,31
dlymetal6s2s,3
nand2b,4
mux2i,29
and2b,2
a221oi,16
o22ai,8
clkbuf,16
buf,24
and3,2
==> cells in the mapped netlist, types with 2 or more instances <==
| master | n |
|---|---|
| nor2b_1 | 16 |
| clkbuf_1 | 9 |
| mux4_2 | 2 |
| buf_6 | 3 |
| o2bb2ai_1 | 10 |
| mux2_4 | 4 |
| dfxtp_1 | 64 |
| buf_2 | 17 |
| o22ai_1 | 8 |
| and3_1 | 2 |
| and2b_1 | 2 |
| nand2_1 | 123 |
| a221oi_2 | 2 |
| or3_1 | 2 |
| mux2_2 | 3 |
| o21ai_0 | 2 |
| mux2i_1 | 29 |
| a21oi_1 | 58 |
| a22o_1 | 5 |
| nand3_1 | 3 |
| nor2_2 | 5 |
| nand2b_1 | 2 |
| nor2_1 | 45 |
| o32ai_1 | 2 |
| nor3_4 | 2 |
| inv_1 | 12 |
| a221oi_1 | 14 |
| buf_4 | 3 |
==> how the worst min path moves through the flow <==
| stage | start | endpoint | slack [ps] | cells after the start |
|---|---|---|---|---|
| 4_1_cts | register[4][3] | register[4][3] | 460 | 2 |
| 6_report | register[4][5] | register[4][5] | 460 | 2 |
| 5_1_grt | register[4][1] | register[4][1] | 490 | 2 |
==> cell families (layout without fill, tap and decap cells) <==
kind of cell	Yosys count	after routing	synth area share, %
muxes	38	38	12.0
buffers and inverters	47	86	6.78
DFF	64	64	35.8
and+or+nand+nor	211	211	26.3
AOI/OAI and AO/OA	105	105	19.1
==> routing by layer <==
layer  wire length [um]  part of all wire (%)
met3                904                   7.8
met4                412                   3.6
met1               5140                    45
met2               5070                    44
met5                  0                     0
==> power breakdown <==
| group | switching (mW) | internal, mW | leakage (nW) |
|---|---|---|---|
| Sequential | 0.0140 | 0.814 | 0.518 |
| Combinational | 0.152 | 0.125 | 0.985 |
| Clock | 0.288 | 0.321 | 0.0838 |
| Total | 0.453 | 1.26 | 1.59 |
==> worst max-delay path: stages <==
cell             delay [ps]
clkdlybuf4s50_1         420
buf_4                   210
or3_1                   570
nor2_1                  150
nor2_1                   80
clkdlybuf4s50_1         410
No activity file was given, so power comes from the tool's default toggle rates.
